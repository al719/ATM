<file path="./run.sh">
#!/bin/bash
# OpenROAD 26Q1-2900-gdf79404cd8, Yosys 0.63+post, stock flow scripts
make -C /OpenROAD-flow-scripts/flow DESIGN_CONFIG=/design/flow/config.mk WORK_HOME=/design/flow/orfs finish
</file>
<file path="./config.mk">
export PLATFORM = sky130hd
export DESIGN_NAME = topModule
export DESIGN_NICKNAME = topModule
export VERILOG_FILES = /design/flow/design.v
export SDC_FILE = /design/flow/constraint.sdc
export NUM_CORES = 4
export LEC_CHECK = 1
export CORE_UTILIZATION = 50
</file>
<file path="./constraint.sdc">
current_design topModule

set clk_period 5.1
set clk_io_pct 0.2

create_clock -name clk0 -period $clk_period [get_ports {clk}]

set non_clock_inputs [all_inputs -no_clocks]
set_input_delay [expr $clk_period * $clk_io_pct] -clock clk0 $non_clock_inputs
set_output_delay [expr $clk_period * $clk_io_pct] -clock clk0 [all_outputs]
</file>
<file path="./design.v">
module ATM_controller(
						input clk,
						input rst,
						input Insert_Card,
						input card_scanned,
						input Account_Unlocked,
						input PIN_Matched,
						input [1:0] option_select,
						input Amount_entered,
						input Valid_Transaction,
						input More_Transaction, 
						input Transaction_verified,
						output reg lock_acc, 
						output reg card_scanned_out,
						output reg stored_done,
						output reg PIN_Matched_sucessfully,
						output reg deposite_selected,
						output reg withdraw_selected,
						output reg update_balance,
						output reg pin_restart,
						output reg [1:0] count
						);
typedef enum  {
Scan_Card,
Scan_Line,
Storing_info,
Enter_PIN,
Count,
Transaction_Type,
Enter_Deposite_amount,
Deposite_Check,
Invalid,
AnyThingElse,
Deposite_verify,
Updating_Balance,
Enter_Withdraw_Amount,
Withdraw_Check,
Withdraw_Verify} state_;
state_ c_state,next_state;
always @(posedge clk or posedge rst) begin
	if (rst)
		c_state <= Scan_Card;
	else 
		c_state <= next_state;
end
always @(*)begin
	 case(c_state)
	 	Scan_Card : begin
	 		if(Insert_Card)
	 			next_state = Scan_Line;
	 		else 
	 			next_state = Scan_Card;
	 		end 
	 	Scan_Line : begin
	 		if(card_scanned)
	 			next_state = Storing_info;
	 		else 
	 			next_state = Scan_Card;
	 	end
	 	Storing_info : begin
	 		if(~Account_Unlocked)  
	 			next_state = Enter_PIN;
	 		else 
	 			next_state = Scan_Card;
	 	end
	 	Enter_PIN : begin
			 	if(count>0) begin	
			 		if(PIN_Matched)
			 			next_state = Transaction_Type;
			 		else 
			 			next_state = Enter_PIN;
			 	end 
			 	else begin 
			 			next_state = Scan_Card;
			 		end 
	 	end
	 	Transaction_Type : begin
	 		if(option_select === 1 && PIN_Matched_sucessfully)
	 			next_state = Enter_Deposite_amount;
	 		else if(option_select === 2 && PIN_Matched_sucessfully)
	 			next_state = Enter_Withdraw_Amount;
	 		else 
	 			next_state = Transaction_Type;
	 	end
	 	Enter_Deposite_amount : begin
	 		if(Amount_entered)
	 			next_state = Deposite_Check;
	 		else 
	 			next_state = Transaction_Type;
	 	end
	 	Deposite_Check : begin  
	 		if(Valid_Transaction)
	 			next_state = Deposite_verify;
	 		else 
	 			next_state = Invalid;
	 	end
	 	Deposite_verify : begin  
	 		if(Transaction_verified)
	 			next_state = Updating_Balance;
	 		else 
	 			next_state = Deposite_verify;
	 	end
	 	Updating_Balance : begin
	 		next_state = AnyThingElse;
	 	end
	 	Enter_Withdraw_Amount : begin 
	 		if(Amount_entered)
	 			next_state = Withdraw_Check;
	 		else 
	 			next_state = Transaction_Type;
	 	end
	 	Withdraw_Check : begin 
	 		if(Valid_Transaction)
	 			next_state = Withdraw_Verify;
	 		else 
	 			next_state = Invalid;
	 	end
	 	Withdraw_Verify : begin 
	 		if(Transaction_verified)
	 			next_state = Updating_Balance;
	 		else 
	 			next_state = Withdraw_Verify;
	 	end
	 	Invalid : begin
	 		next_state = AnyThingElse;
	 	end
	 	AnyThingElse : begin
	 		if(More_Transaction)
	 			next_state = Transaction_Type;
	 		else 
	 			next_state = Scan_Card;
	 	end
	endcase
end	
always @(posedge clk) begin
	case(c_state)
		Scan_Card : begin
				lock_acc = 0;
	 			pin_restart = 1;
	 			card_scanned_out = 1;
	 			update_balance = 0;
	 			deposite_selected = 0;
	 			withdraw_selected = 1;
	 			PIN_Matched_sucessfully = 0;
	 			stored_done = 0;
	 		end 
	 	Storing_info : begin
	 		count = 3;
	 		stored_done = 1; 
	 		pin_restart = 0;
	 	end
	 	Enter_PIN : begin
	 		if(~PIN_Matched) begin 
	 			count = count -1;
	 		end 
	 		else if(count == 0) begin 
	 			lock_acc = 1;
	 		end 
	 		else begin 
	 			PIN_Matched_sucessfully = 1;
	 		end 
	 	end
	 	Transaction_Type : begin
	 		update_balance = 0;
	 		if(option_select === 1) begin
	 			deposite_selected = 1;
	 			withdraw_selected = 0;
	 			end 
	 		else if(option_select === 2) begin
	 			withdraw_selected = 1;
	 			deposite_selected = 0;
	 			end 
	 		else begin
	 			deposite_selected = 0;
	 			withdraw_selected = 1;
	 		end
	 	end
	 	Deposite_verify : begin  
	 		if(Transaction_verified)
	 			update_balance = 1;
	 		else 
	 			update_balance = 0;
	 	end
	 	Withdraw_Verify : begin 
	 		if(Transaction_verified)
	 			update_balance = 1;
	 		else 
	 			update_balance = 0;
	 	end
	endcase
end
endmodule
module PIN_parser(
					input clk,
					input store_state,
					input pin_rest,
					input [3:0] PIN_card,
					input [3:0] PIN_user,
					input [1:0] count,
					output PIN_matched
					);
 reg [3:0] pin_restt;
always@(count,pin_rest) begin 
	if(pin_rest)
		pin_restt = 4'hx;
	else
		pin_restt = PIN_user;
end
assign PIN_matched = ((PIN_card == pin_restt) && store_state) ? 1 : 0;
endmodule
module RAM(
			input clk,
			input rst,
			input [4:0] acc_addr,
			input lock_acc,
			input update,
			input [9:0] balance,
			output reg [31:0] acc_info
			);
reg [31:0] mem [4:0];
reg [31:0] acc;
always @(posedge clk or posedge rst) begin
	if(rst)
		acc_info <= 0;
	else if(lock_acc) begin
		acc_info = mem[acc_addr];
		acc_info[31] = 1;
		mem[acc_addr] = acc_info;
		end 
	else begin
		acc_info <= mem[acc_addr];
	end 
end
always @(update) begin 
	acc = mem[acc_addr];
	acc[9:0] = balance;
	mem[acc_addr] = acc;
end
endmodule
module amount_parser( 
						input [9:0] amount_user,
						input [9:0] amount_account,
						input deposite,
						input withdraw,
						input balance_update,
						output reg amount_entered_sucessfully,
						output reg valid_transaction,
						output reg [9:0] newBalance,
						output reg [9:0] cash_user
					);
parameter MAX_AMOUNT = 10'b11_1111_1111;
always @(*) begin
	if(deposite) begin
		amount_entered_sucessfully = 1;
		if((MAX_AMOUNT - amount_account)<amount_user) begin 
			valid_transaction = 0;
		end 
		else begin 
			valid_transaction = 1;
	end
end 
	else if(withdraw) begin
		amount_entered_sucessfully = 1;
		if(amount_user > amount_account || amount_account == 0) begin 
			valid_transaction = 0;
		end 
		else 
			valid_transaction = 1;
	end
	else 
		amount_entered_sucessfully = 0;
end
always @(balance_update) begin
	if(balance_update && deposite) begin 
		newBalance = amount_account + amount_user;
		cash_user = amount_user;
	end 
	else if(balance_update && withdraw) begin 
		newBalance = amount_account - amount_user;
		cash_user = amount_user;
	end 
	else begin 
		newBalance = amount_account;
		cash_user = amount_user;
	end 
end
endmodule
module card_swiper(
					input Insert_Card,
					input wire[20:0] card_info,
					output reg [15:0] account_info,
					output reg[4:0] acc_addr, 
					output reg card_scanned
					);
always @(card_info) begin
	if(Insert_Card) begin
		account_info = card_info[20:5];
		acc_addr = card_info[4:0];
		card_scanned = 1;
	end
	else card_scanned = 0;
end
endmodule  
module fund_checker(
					input deposite_user,
					input withdraw_user,
					output [1:0] option_selected
					);
assign option_selected = (deposite_user) ? 1 : (~withdraw_user) ? 2 : 0;
endmodule
module store_card_info( 
						input wire card_scanned,
						input wire[15:0] account,
						input wire[31:0] info_Ram,
						output reg[3:0] PIN_check,
						output reg account_un_locked 
						);
always @(*) begin
	if(~(account ^ info_Ram[30:15]) &&card_scanned) begin 
		PIN_check = info_Ram[14:11];
		account_un_locked = info_Ram[31];
	end
	else begin  
		 account_un_locked = 0;
	end
end
endmodule
module topModule(
					input clk,
					input rst,
					input [3:0] PIN_user,
					input Insert_Card,
					input wire[20:0] card_info,
					input More_Transaction,
					input [9:0] amount_user,
					input deposite_user,
					input withdraw_user,
					input user_approve,
					output [9:0] new_balance,
					output [9:0] new_cash
					);
wire [9:0] new_cassh;
wire card_scanned;
wire card_scanned_out;
wire [15:0] account_info;
wire [4:0] acc_addr;
wire [31:0] info_Ram;
wire lock_acc;
wire [3:0] PIN_check;
wire Account_Unlocked;
wire stored_done;
wire PIN_matched;
wire deposite_selected;
wire withdraw_selected;
wire update_balance;
wire valid_transaction;
wire [1:0] option_selected;
wire transaction_verified;
wire Amount_entered;
wire pin_rest;
wire [1:0] count_;
card_swiper scanner(
					  Insert_Card,
					  card_info, 
					  account_info, 
					  acc_addr, 
					  card_scanned 
					);
store_card_info CSIM( 
						.card_scanned(card_scanned_out), 
						.account(account_info), 
						.info_Ram(info_Ram), 
						.PIN_check(PIN_check), 
						.account_un_locked(Account_Unlocked) 
						);
PIN_parser pin_parser(
					.clk(clk),
					.store_state(stored_done), 
					.pin_rest(pin_rest),
					.PIN_card(info_Ram[14:11]), 
					.PIN_user(PIN_user), 
					.count(count_),
					.PIN_matched(PIN_matched) 
					);
amount_parser insert_amount( 
						amount_user, 
						info_Ram[9:0], 
						deposite_selected, 
						withdraw_selected, 
						update_balance, 
						Amount_entered,
						valid_transaction, 
						new_balance, 
						new_cassh
					);
fund_checker fund_check(
					deposite_user, 
					withdraw_user, 
					option_selected  
					);
verifier  final_checker(
				user_approve, 
				transaction_verified  
				);
ATM_controller controller(
						.clk(clk),
						.rst(rst),
						.Insert_Card(Insert_Card), 
						.card_scanned(card_scanned), 
						.Account_Unlocked(Account_Unlocked), 
						.PIN_Matched(PIN_matched), 
						.option_select(option_selected), 
						.Amount_entered(Amount_entered), 
						.Valid_Transaction(valid_transaction),
						.More_Transaction(More_Transaction), 
						.Transaction_verified(transaction_verified),
						.lock_acc(lock_acc), 
						.card_scanned_out(card_scanned_out),
						.stored_done(stored_done),
						.PIN_Matched_sucessfully(PIN_Matched_sucessfully),
						.deposite_selected(deposite_selected),
						.withdraw_selected(withdraw_selected),
						.update_balance(update_balance),
						.pin_restart(pin_rest),
						.count(count_)
						);
RAM mem_(
			 clk,
			 rst,
			 acc_addr,
			 lock_acc,
			 update_balance,
			 new_balance,
			 info_Ram
			);
assign new_cash = (valid_transaction) ? new_cassh : 0;
endmodule
module verifier(
				input user_approve,
				output transaction_verified
				);
assign transaction_verified = (user_approve) ? 1 : 0;
endmodule
</file>
==> job_summary.md <==
### Flow metrics

| Metric | Value |
|---|---|
| Yosys top cell by area | `edfxtp_1` |
| Top cell area share | `0.311` |
| Synth cell types | `68` |
| Yosys Warn Count | `8` |
| Outcome | `aborted with a tool error` |
| Top cells by area | `edfxtp_1 31%, dlxtn_1 12%, dlxtp_1 7.8%` |
| Async SR Flop Fraction | `0.102` |
| Stopped at | `synthesis` |
| Run Error | `ERROR: Found 50 problems in 'check -assert'.` |
| Ys cells | `518` |
| EDFF count, synth | `58` |
| Post-synthesis register bit count | `147` |
| Ys flop type | `edfxtp_1` |
| Synthesis area per yosys | `0.00561 sq mm` |
-- synth_stat cells, drive strengths merged, types with 3 or more instances --
cell type,number
xnor2,3
o211ai,4
nand2b,6
o21bai,6
o21ai,20
o21a,3
and2,14
nor2,33
dlxtn,45
nand4,8
ha,30
nor4,4
o22ai,16
a221oi,5
mux2i,9
nor3,6
and3,3
a31oi,4
a22oi,4
o221ai,7
dfrtp,15
o32ai,4
edfxtp,58
inv,38
nand2,36
clkbuf,16
nand3,6
a21o,5
buf,5
dlxtp,29
nor2b,7
o41ai,3
a21oi,40
-- kinds of logic after synthesis --
group | share of synthesized area
latches | 0.198
XOR/XNOR | 0.00469
multiplexers | 0.0161
AND/OR/NAND/NOR | 0.115
AND-OR/OR-AND | 0.172
buffers and inverters | 0.0419
other | 0.000669
flip-flops | 0.378
adder cells (fa/ha/maj) | 0.0741
